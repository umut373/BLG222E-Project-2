[design.v]
`timescale 1ns / 1ps
module Register(I, E, FunSel, Clock, Q);
    input wire [15:0] I;
    input wire E;
    input wire [2:0] FunSel;
    input wire Clock;
    output reg [15:0] Q;
    initial begin
        Q = 16'b0;
    end
    always @(posedge Clock) begin
        if(E) begin
            case(FunSel)
                3'b000: Q = Q - 16'd1;
                3'b001: Q = Q + 16'd1;
                3'b010: Q = I;
                3'b011: Q = 16'b0;
                3'b100: Q = {8'b0, I[7:0]};                            
                3'b101: Q[7:0] = I[7:0]; 
                3'b110: Q[15:8] = I[7:0]; 
                3'b111: Q[15:0] = { {8{I[7]}}, I[7:0] };   
            endcase
        end
    end
endmodule
`timescale 1ns / 1ps
module RegisterFile(I, OutASel, OutBSel, FunSel, RegSel, ScrSel, Clock, OutA, OutB);
    input wire [15:0] I;
    input wire [2:0] OutASel;
    input wire [2:0] OutBSel;
    input wire [2:0] FunSel;
    input wire [3:0] RegSel;
    input wire [3:0] ScrSel;
    input wire Clock;
    output reg [15:0] OutA;
    output reg [15:0] OutB;
    wire [15:0] R1_Q, R2_Q, R3_Q, R4_Q;
    wire [15:0] S1_Q, S2_Q, S3_Q, S4_Q;
    Register R1(.I(I), .E(~RegSel[3]), .FunSel(FunSel), .Clock(Clock), .Q(R1_Q));
    Register R2(.I(I), .E(~RegSel[2]), .FunSel(FunSel), .Clock(Clock), .Q(R2_Q));
    Register R3(.I(I), .E(~RegSel[1]), .FunSel(FunSel), .Clock(Clock), .Q(R3_Q));
    Register R4(.I(I), .E(~RegSel[0]), .FunSel(FunSel), .Clock(Clock), .Q(R4_Q));
    Register S1(.I(I), .E(~ScrSel[3]), .FunSel(FunSel), .Clock(Clock), .Q(S1_Q));
    Register S2(.I(I), .E(~ScrSel[2]), .FunSel(FunSel), .Clock(Clock), .Q(S2_Q));
    Register S3(.I(I), .E(~ScrSel[1]), .FunSel(FunSel), .Clock(Clock), .Q(S3_Q));
    Register S4(.I(I), .E(~ScrSel[0]), .FunSel(FunSel), .Clock(Clock), .Q(S4_Q));
    always @(*) begin
        case(OutASel)
            3'b000: OutA <= R1_Q;
            3'b001: OutA <= R2_Q;
            3'b010: OutA <= R3_Q;
            3'b011: OutA <= R4_Q;
            3'b100: OutA <= S1_Q;
            3'b101: OutA <= S2_Q;
            3'b110: OutA <= S3_Q;
            3'b111: OutA <= S4_Q;
        endcase
        case(OutBSel)
            3'b000: OutB <= R1_Q;
            3'b001: OutB <= R2_Q;
            3'b010: OutB <= R3_Q;
            3'b011: OutB <= R4_Q;
            3'b100: OutB <= S1_Q;
            3'b101: OutB <= S2_Q;
            3'b110: OutB <= S3_Q;
            3'b111: OutB <= S4_Q;
        endcase
    end
endmodule
[run.sh]
#!/bin/bash
# OpenROAD 26Q1-2900-gdf79404cd8, Yosys 0.63+post, stock flow scripts
make -C /OpenROAD-flow-scripts/flow DESIGN_CONFIG=/design/flow/config.mk WORK_HOME=/design/flow/orfs finish
[config.mk]
export PLATFORM = sky130hd
export DESIGN_NAME = RegisterFile
export DESIGN_NICKNAME = RegisterFile
export VERILOG_FILES = /design/flow/design.v
export SDC_FILE = /design/flow/constraint.sdc
export NUM_CORES = 4
export LEC_CHECK = 1
export CORE_UTILIZATION = 30
[constraint.sdc]
current_design RegisterFile

set clk_period 6.6
set clk_io_pct 0.2

create_clock -name clk0 -period $clk_period [get_ports {Clock}]

set non_clock_inputs [all_inputs -no_clocks]
set_input_delay [expr $clk_period * $clk_io_pct] -clock clk0 $non_clock_inputs
set_output_delay [expr $clk_period * $clk_io_pct] -clock clk0 [all_outputs]
==> impl_metrics.yaml <==
# flow metrics
layout:
  drive_above_1_share_pct: 7.67
  area_growth_syn_to_layout_pct: 12.3
floorplan:
  chipArea_um2: 43300
  die_x_um: 208
  fp_util_pct: 30.4
  core_area_um2: 41900
  die.size.y_um: 208
  fp-row-count: 75
  io-pin-count: 66
min_path:
  hold_path.class: "flop to flop"
  hold_depth: 3
cts:
  cts_resized: 0
  hold_buffers: 0
  cts_setup_buffers: 0
  clkLatencyLatePin_ns: 0.44
  htree_levels: 4
  root_buffer: "clkbuf_16"
  path_clk_slew_ns: 0.07
  cts_buffers: 17
  clkSinkCount: 128
  clockBufferDepth: 2
  tritoncts: "built"
logic_synthesis:
  ff_type: "edfxtp_1"
  syn_area_um2: 12700
  ys_area_um2: 12700
  async_flop_share_pct: 0
  yosys_cells: 1598
  synth_cell_types: 70
  yosysSeqAreaShare_pct: 30.2
  ys_ff: 128
  ys_warn_count: 2
  edf_count: 128
  synth_cells: 1598
  synth_area_per_cell_um2: 7.97
drt:
  viasPerCell: 6.37
  drc: 0
  dr.pass1.iters: 5
  routed_wl_um: 55800
  routed-via-count: 13419
  drtIter0Drc: 1535
  ant_nets: 0
  wire_per_inst_um: 26.5
timing:
  post-route-period-util_pct: 78.6
  hold_slack_ns: 0.751
  tns_ns: 0
  fmax_mhz: 193
  rsz0062_at_grt: "no"
  slew_viol_final: 0
  max_slew_margin_pct: 38.4
  period_needed_ns: 5.19
  worst_pin_slew_ns: 0.920
  skew_ns: 0.0111
  hold_violations: 0
  finalSetupViolations: 0
worst_setup_path:
  path_buffers: 3
  critPathTopFamily: "simple AND/OR/NAND/NOR gates"
  cp.depth: 6
  cp.required_ns: 5.28
  worst-setup-path-type: "input port to output port"
  reg2reg_depth: 7
  cp-start-kind: "input port"
  crit_chain: "buf_2 -> buf_4 -> nor2_1 -> nand2_1 -> o22a_1 -> clkdlybuf4s50_1"
  cp_max_fo: 25
  cp_data_arrival_time_ns: 3.87
  cpPeakStageDelay_ns: 0.63
  slowest_stage: "nand2_1"
  endpoint_kind: "output port"
status:
  status: "finished clean"
placement:
  dp_hpwl_um: 41200
  gp_congestion: 1.00
  io_buffers: 65
power:
  irDropWorstVdd_mv: 0.166
  powerDensity_nw_per_um2: 213
  leakagePower_nw: 4.66
global_route:
  grt_pass1_vias: 12575
  grt_max_degree: 92
  grt_pass1_wl_um: 82100
  grt.overflow.total: 0
  grt_use_total_pct: 26.3
  antenna_found_initial: 3
run:
  warnings: 33
  maxCapViolCount: 0
-- where the power goes --
part	switching [W]	internal, W	leakage [nW]
clock	0.000426	0.000599	0.285
sequential	0.000227	0.00101	1.26
combinational	0.000463	0.000328	3.12
total	0.00112	0.00194	4.66
-- flip-flops by register name, summed over array words and instances, names as in the netlist --
signal  flops
R2.Q       16
R4.Q       16
R3.Q       16
S2.Q       16
S3.Q       16
S4.Q       16
R1.Q       16
S1.Q       16
-- worst paths after layout --
kind | from | endpoint | slack [ns]
worst min register to register | R3.Q[14]$_DFFE_PP_ | R3.Q[14]$_DFFE_PP_ | 0.75
worst max-delay path | OutASel[1] | OutA[6] | 1.41
worst min-delay path | R3.Q[14]$_DFFE_PP_ | R3.Q[14]$_DFFE_PP_ | 0.75
worst max register to register | S4.Q[0]$_DFFE_PP_ | S4.Q[12]$_DFFE_PP_ | 3.76
-- layout make-up --
cell class                      instances  area (um2)
Timing Repair Buffer                   99         893
Fill cell                            4259       27600
Clock inverter                         15         181
Sequential cell                       128        3840
Inverter                               50         188
Clock buffer                           17         425
Antenna cell                            1        2.50
Tap cell                              539         674
Multi-Input combinational cell       1256        8100
-- metrics by stage --
| step | total power [W] | utilization [%] | instance area, um2 | setup WS (ns) | std cells |
|---|---|---|---|---|---|
| 5_1_grt | 0.00317 | 34.1 | 14300 | 1.27 | 2105 |
| 6_report | 0.00305 | 34.1 | 14300 | 1.41 | 2105 |
| 4_1_cts | 0.00303 | 34.1 | 14300 | 1.35 | 2104 |
| 2_1_floorplan | 0.00165 | - | 12700 | 2.46 | 1598 |
| 3_3_place_gp | 0.00201 | 32.7 | 13700 | 1.36 | 2072 |
| 3_5_place_dp | 0.00201 | 32.7 | 13700 | 1.36 | 2072 |
-- metal layers --
layer	track usage, %	routed length (um)	vias up
li1	-	-	6012
met2	37.9	23900	861
met3	8.55	6820	104
met1	38.3	23200	6440
met5	0	15	-
met4	7.79	1890	2
-- cells by family after synthesis --
group | count (synthesis) | synth area share [%]
simple gates | 598 | 23.8
fa+ha+maj | 16 | 1.57
compound gates | 498 | 26.4
buf+inv | 214 | 6.42
xor+xnor | 91 | 6.26
mux | 53 | 5.32
flops | 128 | 30.2
-- cells in the final DEF, fill, tap and decap left out, types with 12 or more instances in the layout --
master / synthesis / final
o22ai_1: 24 / 24
clkdlybuf4s50_1: 0 / 60
nand2b_1: 23 / 23
a221o_1: 13 / 13
nor3_1: 48 / 47
nor4_1: 31 / 31
nand3_1: 70 / 70
edfxtp_1: 128 / 128
a221oi_1: 39 / 39
and3_1: 17 / 17
o221ai_1: 16 / 16
or4_1: 15 / 15
xnor2_1: 59 / 59
a31oi_1: 20 / 20
inv_1: 47 / 47
o22a_1: 19 / 19
clkbuf_16: 0 / 17
o21ai_0: 89 / 89
nand4_1: 41 / 41
a32oi_1: 18 / 18
and2_1: 19 / 19
a22oi_1: 14 / 14
a21oi_1: 130 / 129
ha_1: 16 / 16
nor2b_1: 15 / 15
nand2_1: 122 / 121
buf_4: 1 / 33
nor2_1: 137 / 136
xor2_1: 32 / 32
a211oi_1: 12 / 12
or3_1: 22 / 22
mux2i_1: 34 / 34
-- Yosys cell counts, drive strengths merged, types with 20 or more instances --
cell type,n,area share (%)
a21oi,130,5.1
a221oi,39,2.7
a31oi,20,0.98
buf,28,0.92
clkbuf,136,4.0
edfxtp,128,30
inv,48,1.4
mux2i,34,2.7
nand2,122,3.6
nand2b,23,1.1
nand3,70,2.7
nand4,41,2.0
nor2,137,4.0
nor3,48,1.9
nor4,31,1.5
o21ai,94,3.7
o22ai,24,1.2
or3,23,1.2
xnor2,59,4.1
xor2,32,2.2
-- tightest hold or removal path: cells and delay by family, from the launching register on --
family	cells	cell delay, ns
flops	1	0.35
compound gates	2	0.25
simple gates	1	0.05
No activity file was given, so power comes from the tool's default toggle rates.
