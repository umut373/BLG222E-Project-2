[/design/flow/design.v]
`timescale 1ns / 1ps
module AddressRegisterFile(I, OutCSel, OutDSel, FunSel, RegSel, Clock, OutC, OutD);
    input wire [15:0] I;
    input wire [1:0] OutCSel;
    input wire [1:0] OutDSel;
    input wire [2:0] FunSel;
    input wire [2:0] RegSel;
    input Clock;
    output reg [15:0] OutC;
    output reg [15:0] OutD;
    wire [15:0] PC_Q, AR_Q, SP_Q;
    Register PC(.I(I), .E(~RegSel[2]), .FunSel(FunSel), .Clock(Clock), .Q(PC_Q));
    Register AR(.I(I), .E(~RegSel[1]), .FunSel(FunSel), .Clock(Clock), .Q(AR_Q));
    Register SP(.I(I), .E(~RegSel[0]), .FunSel(FunSel), .Clock(Clock), .Q(SP_Q));
    always @(*) begin
        case(OutCSel)
            2'b00: OutC <= PC_Q;
            2'b01: OutC <= PC_Q;
            2'b10: OutC <= AR_Q;
            2'b11: OutC <= SP_Q;
        endcase
        case(OutDSel)
            2'b00: OutD <= PC_Q;
            2'b01: OutD <= PC_Q;
            2'b10: OutD <= AR_Q;
            2'b11: OutD <= SP_Q;
        endcase
    end
endmodule
`timescale 1ns / 1ps
module Register(I, E, FunSel, Clock, Q);
    input wire [15:0] I;
    input wire E;
    input wire [2:0] FunSel;
    input wire Clock;
    output reg [15:0] Q;
    initial begin
        Q = 16'b0;
    end
    always @(posedge Clock) begin
        if(E) begin
            case(FunSel)
                3'b000: Q = Q - 16'd1;
                3'b001: Q = Q + 16'd1;
                3'b010: Q = I;
                3'b011: Q = 16'b0;
                3'b100: Q = {8'b0, I[7:0]};                            
                3'b101: Q[7:0] = I[7:0]; 
                3'b110: Q[15:8] = I[7:0]; 
                3'b111: Q[15:0] = { {8{I[7]}}, I[7:0] };   
            endcase
        end
    end
endmodule
[/design/flow/run.sh]
#!/bin/bash
# OpenROAD 26Q1-2900-gdf79404cd8, Yosys 0.63+post, stock flow scripts
make -C /OpenROAD-flow-scripts/flow DESIGN_CONFIG=/design/flow/config.mk WORK_HOME=/design/flow/orfs finish
[/design/flow/config.mk]
export PLATFORM = sky130hd
export DESIGN_NAME = AddressRegisterFile
export DESIGN_NICKNAME = AddressRegisterFile
export VERILOG_FILES = /design/flow/design.v
export SDC_FILE = /design/flow/constraint.sdc
export NUM_CORES = 4
export LEC_CHECK = 1
export CORE_UTILIZATION = 30
[/design/flow/constraint.sdc]
current_design AddressRegisterFile

set clk_period 4.6
set clk_io_pct 0.2

create_clock -name clk0 -period $clk_period [get_ports {Clock}]

set non_clock_inputs [all_inputs -no_clocks]
set_input_delay [expr $clk_period * $clk_io_pct] -clock clk0 $non_clock_inputs
set_output_delay [expr $clk_period * $clk_io_pct] -clock clk0 [all_outputs]
==> flow_metrics.env <==
# implementation run metrics
export IMPL_clock_latency_late_pin_ps=290
export IMPL_synth_flops=48
export IMPL_drt_first_iter_violations=529
export IMPL_buffer_ports_inserted=58
export IMPL_criticalPathCategory="input pin to output port"
export IMPL_cellLeakagePower_uw=0.002075
export IMPL_mappedNetlistArea_um2=5000
export IMPL_fp_coreArea_um2=16060
export IMPL_cp_common_cell="clkdlybuf4s50_1"
export IMPL_top_level_ports=59
export IMPL_synthToLayoutAreaGrowth_pct=17.39
export IMPL_route_detailed_drc=0
export IMPL_post_synth_inst_count=650
export IMPL_grt_setup_unrepaired="false"
export IMPL_globalRouteOverflowTotal=0
export IMPL_arrival_ps=2820
export IMPL_wire_length_of_the_first_global_routing_pass_um=26500
export IMPL_wirelength_um=16860
export IMPL_die_width_um=131.1
export IMPL_cts_hold_buffers_added=0
export IMPL_skew_ps=8.354
export IMPL_yosys_chip_area_um2=5000
export IMPL_yosys_top_cells_area="edfxtp_1 (29%), a21oi_1 (7.4%), mux2i_1 (6.6%)"
export IMPL_chip_area_um2=17190
export IMPL_cts_repair_resized=0
export IMPL_routed_via_density=5.766
export IMPL_yosys_warnings=2
export IMPL_required_ps=3680
export IMPL_cts_htree_levels=2
export IMPL_ys_async_sr_fraction_pct=0
export IMPL_run_status="complete, no violations"
export IMPL_yosysSeqAreaShare_pct=28.83
export IMPL_numCtsBuffers=5
export IMPL_min_period_ps=3737
export IMPL_cap_violations=0
export IMPL_detail_route_antenna_diodes=0
export IMPL_critical_path_max_stage_delay_ps=840
export IMPL_gr_usage_all_layers_pct=20.99
export IMPL_cts_root_buf="clkbuf_16"
export IMPL_startpoint_type="input pin"
export IMPL_floorplan_initialDensity_pct=31.14
export IMPL_largest_net_degree_at_the_start_of_global_routing=40
export IMPL_place_congestion=0.9332
export IMPL_grt_pass1_vias=4742
export IMPL_cts_tree="yes"
export IMPL_synth_distinct_cells=53
export IMPL_transition_at_the_pin_with_the_smallest_max_transition_slack_ps=886.9
export IMPL_max_freq_mhz=267.6
export IMPL_endpoint_kind="output port"
export IMPL_avgSynthCellArea_um2=7.692
export IMPL_cts_setup_buffers=0
export IMPL_ys_cells=650
export IMPL_cts_max_path_buffers=2
export IMPL_clkTransAtPathRegs_ps=70
export IMPL_drt_antenna_violating_nets=0
export IMPL_final_min_period_over_clock_period_pct=81.23
export IMPL_site_rows=46
export IMPL_slew_headroom_pct=40.66
export IMPL_pwr_density_cell_nw_per_um2=260.1
export IMPL_number_of_clock_sinks_seen_by_cts=48
export IMPL_synthDominantAreaCellType="edfxtp_1"
export IMPL_worst_hold_path_type="flip-flop to flip-flop"
export IMPL_share_of_layout_cells_above_drive_strength_1_pct=5.430
export IMPL_timing_final_setup_violations=0
export IMPL_crit_fanout=9
export IMPL_timing_max_transition_violations_final=0
export IMPL_detailed_place_hpwl_um=12340
export IMPL_edf_count=48
export IMPL_layout_cell_area_excl_fill_um2=5869
export IMPL_routedWlPerCell_um=19.19
export IMPL_ir_worst_vdd_uv=153.0
export IMPL_hold_violations_final=0
export IMPL_drt_first_pass_iters=5
export IMPL_fin_tns_setup_ps=0
export IMPL_warnings=28
export IMPL_placedInstanceArea_um2=5705
export IMPL_critPathSlowestCell="clkdlybuf4s50_1"
export IMPL_critical_path_cell_chain="clkdlybuf4s50_1 > buf_4 > mux2i_1 > a21oi_1 > clkdlybuf4s50_1"
export IMPL_fp_dieH_um=131.1
export IMPL_dr_total_vias=5068
export IMPL_number_of_antenna_violations_at_the_first_check_in_global_routing=0
export IMPL_yosys_area_top_type_share_pct=28.83
export IMPL_synth_top_flop_cell="edfxtp_1"
## final timing paths
path                            endpoint  depth (start not counted)  slack, ps        from
worst max register to register   AR.Q[6]                          7       2000     AR.Q[0]
worst min register to register  AR.Q[15]                          2        750    AR.Q[15]
worst max-delay path             OutD[6]                          5        860  OutDSel[0]
worst min-delay path            AR.Q[15]                          2        750    AR.Q[15]
## per-layer routing
layer | GRT usage (%) | routed length [um]
met1 | 32.89 | 7890
met2 | 29.79 | 7063
met3 | 5.537 | 1597
met4 | 3.854 | 313
met5 | 0 | 0
## cells by family (layout without fill, tap and decap cells)
group	Yosys count	after routing	synth area share (%)
AND/OR/NAND/NOR	249	249	24.87
AND-OR/OR-AND	183	183	23.70
flip-flops	48	48	28.83
buffers and inverters	87	100	6.782
adder cells (fa/ha/maj)	6	6	1.501
multiplexers	33	33	6.607
XOR/XNOR	44	44	7.708
## Yosys cell counts, types with 8 or more instances
cell type  instances
a21oi_1           74
mux2i_1           33
edfxtp_1          48
nand2_1           53
nand2b_1           8
o22ai_1           10
xnor2_1           23
clkbuf_1          59
nor4_1            14
a221oi_1          10
nand3_1           20
inv_1             19
o21ai_0           22
nor2_1            66
nor3_1            24
xor2_1            21
a22oi_1           12
nand4_1           15
## critical path, delay by kind of cell
family | cells | cell delay, ps
buf+inv | 3 | 1620
mux | 1 | 90
compound gates | 1 | 170
## stage by stage
stage	utilization (%)	std cells	setup WS [ps]	hold WS, ps	power [uW]
after floorplan	-	650	1685	627.2	905.8
after global placement	35.53	871	866.0	720.8	1104
after detailed placement	35.53	871	859.2	724.5	1103
after CTS	36.55	879	856.7	743.7	1523
after global routing	36.55	879	760.7	773.2	1606
final	36.55	879	863.4	750.3	1526
## state kept, by name (all words and copies together) (netlist names)
register,flops
PC.Q,16
AR.Q,16
SP.Q,16
## power by group
group | total (uW) | switching, uW | internal [uW]
registers | 656 | 113 | 543
clock network | 422 | 166 | 256
logic | 448 | 227 | 221
total | 1530 | 506 | 1020
## area by class of cell
type                    instances  area [um2]
well taps                     216       270.3
multi-input cells             515        3229
fillers                      1634       10190
clock buffers                   6       128.9
repair buffers                 73       693.2
inverters                      19       71.32
clock inverters                 2       35.03
flip-flops and latches         48        1441
## cell usage in the layout (no fill, tap or decap), drive strengths merged, types with 6 or more instances in the layout
cell type,netlist,layout
inv,19,19
or3,7,7
nor3,24,24
nor4,14,14
and2,7,7
xnor2,23,23
ha,6,6
nand4,15,15
a21oi,74,74
edfxtp,48,48
nor2,66,66
nor2b,7,7
nand2,53,53
mux2i,33,33
a22oi,12,12
xor2,21,21
o221ai,6,6
nand3,20,20
buf,9,15
nand2b,8,8
o21ai,22,22
clkbuf,59,6
o22ai,10,10
clkdlybuf4s50,0,58
a221oi,10,10
Power is estimated from default activity; no workload was simulated.
