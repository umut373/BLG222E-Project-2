### flow/run.sh
#!/bin/bash
# OpenROAD 26Q1-2900-gdf79404cd8, Yosys 0.63+post, stock flow scripts
make -C /OpenROAD-flow-scripts/flow DESIGN_CONFIG=/design/flow/config.mk WORK_HOME=/design/flow/orfs finish
### flow/config.mk
export PLATFORM = sky130hd
export DESIGN_NAME = ArithmeticLogicUnit
export DESIGN_NICKNAME = ArithmeticLogicUnit
export VERILOG_FILES = /design/flow/design.v
export SDC_FILE = /design/flow/constraint.sdc
export NUM_CORES = 4
export LEC_CHECK = 1
export CORE_UTILIZATION = 30
### flow/constraint.sdc
current_design ArithmeticLogicUnit

set clk_period 9.7
set clk_io_pct 0.2

create_clock -name clk0 -period $clk_period [get_ports {Clock}]

set non_clock_inputs [all_inputs -no_clocks]
set_input_delay [expr $clk_period * $clk_io_pct] -clock clk0 $non_clock_inputs
set_output_delay [expr $clk_period * $clk_io_pct] -clock clk0 [all_outputs]
### flow/design.v
`timescale 1ns / 1ps
module ArithmeticLogicUnit(A, B, FunSel, WF, Clock, ALUOut, FlagsOut);
    input wire [15:0] A;
    input wire [15:0] B;
    input wire [4:0] FunSel;
    input wire WF;
    input wire Clock;
    output reg [15:0] ALUOut;
    output reg [3:0] FlagsOut;  
    reg Z, C, N, O;
    reg [15:0] comp;  
    initial begin
        ALUOut = 16'b0;
        FlagsOut = 4'b0;
        {Z, C, N, O} = FlagsOut;
    end
    always @(*) begin
        case(FunSel)
            5'b00000: ALUOut = {8'b0, A[7:0]};
            5'b00001: ALUOut = {8'b0, B[7:0]};
            5'b00010: ALUOut = {8'b0, ~A[7:0]};
            5'b00011: ALUOut = {8'b0, ~B[7:0]};
            5'b00100:  begin  
                ALUOut = 15'b0;
                {C, ALUOut[7:0]} = A[7:0] + B[7:0];
                    if ((~A[7] == ALUOut[7]) && (~B[7] == ALUOut[7]))
                       O = 1;
                   else
                       O = 0;
            end
            5'b00101:  begin  
                ALUOut = 15'b0;
                {C, ALUOut[7:0]} = A[7:0] + B[7:0] + FlagsOut[2];
                    if ((~A[7] == ALUOut[7]) && (~B[7] == ALUOut[7]))
                       O = 1;
                   else
                       O = 0;
            end
            5'b00110: begin  
                comp = ~B;
                ALUOut = 15'b0;
                {C, ALUOut[7:0]} = A[7:0] + comp[7:0] + 1;
                if ((~A[7] == ALUOut[7]) && (B[7] == ALUOut[7]))
                    O = 1;
                else
                    O = 0;
            end
            5'b00111: ALUOut = {8'b0, A[7:0] & B[7:0]};
            5'b01000: ALUOut = {8'b0, A[7:0] | B[7:0]};
            5'b01001: ALUOut = {8'b0, A[7:0] ^ B[7:0]};
            5'b01010: ALUOut = {8'b0, ~(A[7:0] & B[7:0])};
            5'b01011: begin  
                ALUOut = {8'b0, A[6:0], 1'b0};
                C = A[7];
            end
            5'b01100: begin  
                ALUOut = {8'b0, 1'b0, A[7:1]};
                C = A[0];
            end
            5'b01101: begin  
                ALUOut = {8'b0, A[7], A[7:1]};
                C = A[0];
            end
            5'b01110: begin  
                C = A[7];
                ALUOut = {8'b0, A[6:0], FlagsOut[2]};
            end
            5'b01111: begin  
                C = A[0];
                ALUOut = {8'b0, FlagsOut[2], A[7:1]};
            end
            5'b10000: ALUOut = A;
            5'b10001: ALUOut = B;
            5'b10010: ALUOut = ~A; 
            5'b10011: ALUOut = ~B;
            5'b10100: begin  
                {C, ALUOut} = A + B;
                if ((~A[15] == ALUOut[15]) && (~B[15] == ALUOut[15]))
                    O = 1;
                else
                    O = 0;
            end
            5'b10101: begin  
                {C, ALUOut} = A + B + FlagsOut[2];
                if ((~A[15] == ALUOut[15]) && (~B[15] == ALUOut[15]))
                    O = 1;
                else
                    O = 0;
            end
            5'b10110: begin  
                comp = ~B;
                {C, ALUOut} = A + comp + 1;
                if ((~A[15] == ALUOut[15]) && (B[15] == ALUOut[15]))
                    O = 1;
                else
                    O = 0;
            end
            5'b10111: ALUOut = A & B;
            5'b11000: ALUOut = A | B;
            5'b11001: ALUOut = A ^ B;
            5'b11010: ALUOut = ~(A & B);
            5'b11011: begin  
                ALUOut = {A[14:0], 1'b0};
                C = A[15];
            end
            5'b11100: begin  
                ALUOut = {1'b0, A[15:1]};
                C = A[0];
            end
            5'b11101: begin  
                ALUOut = {A[15], A[15:1]};
                C = A[0];
            end
            5'b11110: begin  
                C = A[15];
                ALUOut = {A[14:0], FlagsOut[2]};
            end
            5'b11111: begin  
                C = A[0];
                ALUOut = {FlagsOut[2], A[15:1]};
            end
        endcase
        if ((FunSel[4] && ALUOut == 15'b0) || (~FunSel[4] && ALUOut[7:0] == 8'b0))
            Z = 1;
        else
            Z = 0;    
        if ((FunSel != 5'b01101) && (FunSel != 5'b11101)) begin
            if ((FunSel[4] && ALUOut[15]) || (~FunSel[4] && ALUOut[7]))
                N = 1;
            else
                N = 0;
        end
    end
    always @(posedge Clock) begin
        if(WF) begin
            case (FunSel[3:0])
                4'b0100: begin
                    FlagsOut[0] = O;
                    FlagsOut[2] = C;
                end
                4'b0101: begin
                    FlagsOut[0] = O;
                    FlagsOut[2] = C;
                end
                4'b0110: begin
                    FlagsOut[0] = O;
                    FlagsOut[2] = C;
                end
                4'b1011: FlagsOut[2] = C;
                4'b1100: FlagsOut[2] = C;
                4'b1101: FlagsOut[2] = C;
                4'b1110: FlagsOut[2] = C;
                4'b1111: FlagsOut[2] = C;
            endcase
            if ((FunSel != 5'b01101) && (FunSel != 5'b11101))
                FlagsOut[1] = N;
            FlagsOut[3] = Z;
       end 
    end
endmodule
==> impl_metrics.tcl <==
# collected from the flow reports
set metrics [dict create \
    syn-cell-area_sq_um 4812 \
    unclocked_regs 3 \
    rsz0062_at_grt "false" \
    leakagePower_uw 0.002180 \
    grt_max_degree 52 \
    grt_pass1_wl_microns 29080 \
    cap_violations 0 \
    warnings 58 \
    io_buffers 58 \
    hold_path_class "flop to flop" \
    detail_route.wl_per_cell_microns 19.47 \
    hold-path-endpoint "FlagsOut[3]" \
    ys.flops 7 \
    ys_types 83 \
    drt-initial-drc-count 655 \
    dp_hpwl_microns 14060 \
    nFillCells 1675 \
    untimed_endpoints 6 \
    r2r_cells 10 \
    intPower_uw 206.7 \
    avgSynthCellArea_sq_um 6.665 \
    setup_viol 0 \
    core_sq_um 15430 \
    h-tree-depth 1 \
    antenna_cells 0 \
    synthArstFlopShare_pct 0 \
    yosys-stat-cells 722 \
    crit_required_ps 7760 \
    clkTransAtPathRegs_ps 30 \
    cts-buffers-inserted 3 \
    clock.fmax_mhz 121.4 \
    drt_first_pass_iters 5 \
    die-area_sq_um 16550 \
    comb_area_sq_um 4173 \
    initCoreUtil_pct 31.19 \
    clock_path_buffers 2 \
    area_delta_synth_final_pct 14.74 \
    hold_viol 0 \
    r2r_slack_ps 6020 \
    place.gp.congestion 0.9577 \
    setup_tns_ps 0 \
    tightest_slew_ps 837.7 \
    drt_wl_total_microns 18560 \
    ios 59 \
    r2r_end "FlagsOut[3]" \
    ys.flop_type "edfxtp_1" \
    critPathMaxFanout 16 \
    cts-resized-gates 0 \
    grt_pass1_vias 5178 \
    slew_headroom_pct 43.98 \
    min-delay-start "FlagsOut[2]" \
    syn_inst 722 \
    antenna_found_initial 0 \
    remaining_drc_errors 0 \
    seqPwrFrac_pct 5.8 \
    final.setup_skew_ps 0.6623 \
    min_period_ps 8235 \
    grt_overflow 0 \
    via_count 5619 \
    fp.dieH_microns 128.7 \
    cts_hold_buf 0 \
    cp-start-kind "input pin" \
    clk_latency_ps 220 \
    slew_viol_final 0 \
    clkPwrFrac_pct 15.5 \
    whs_path_depth 7 \
    finalClockPeriodUsage_pct 84.89 \
    edf_count 4 \
    cts_tree "built" \
    cts_root_buf "clkbuf_16" \
    seqCellArea_sq_um 165.2 \
    ir_drop_mv 0.06663 \
    reg2reg_from "FlagsOut[2]" \
    via_per_inst 5.896 \
    switching_share_pct 49.23 \
    comb_power_share_pct 78.6 \
    power.switching_uw 200.4 \
    die_x_microns 128.7 \
    cp.arrival_ps 6290 \
    final_antenna_net_count 0 \
    cp-end-kind "primary output" \
    cts_setup_buffers 0 \
    crit_type "input pin to primary output" \
    num_rows 45 \
    yosys_warnings 1 \
    yosys_area_sq_um 4812 \
    p_per_area_nw_per_um2 73.73 \
    grt.total_usage_pct 22.75 \
    drive_gt1_share_pct 4.852 \
    status "finished clean" \
    hold_ws_ps 1367 \
]
-- state kept, by name, indices dropped and copies added, names as in the netlist --
name	count
C	1
FlagsOut	4
O	1
N	1
-- layout make-up --
cell class	count	area share, %
Sequential cell	7	2.991
Tap cell	211	4.781
Clock buffer	3	1.360
Multi-Input combinational cell	609	75.57
Timing Repair Buffer	66	11.42
Inverter	57	3.875
-- synth_stat cells (12+ instances only) --
cell	n	area [sq um]
nand3_1	28	140.1
nor3_1	18	90.09
xnor2_1	27	236.5
a221oi_1	15	131.4
o21ai_0	39	195.2
a21oi_1	60	300.3
a22oi_1	12	90.09
mux2i_1	18	180.2
inv_1	52	195.2
buf_2	19	95.09
ha_1	51	638.1
nor2_1	75	281.5
clkbuf_1	19	71.32
nand2_1	62	232.7
o211ai_1	12	90.09
-- power by group through the flow --
stage / registers, uW / clock network, uW / logic (uW)
4_1_cts: 23.8 / 64.1 / 315
5_1_grt: 24.1 / 66.0 / 349
6_report: 23.8 / 63.2 / 320
-- critical path, stage by stage --
cell,delay [ps]
clkdlybuf4s50_1,610
inv_1,90
ha_1,640
nand3_1,170
o211ai_1,310
a31oi_1,260
a2111oi_4,460
and4bb_1,330
nand4_1,130
nor3_1,450
a41oi_1,180
nand2_1,210
clkdlybuf4s50_1,490
-- layer usage --
metal | GRT usage (%) | wire (microns) | vias up
met5 | 0 | 0 | -
met2 | 35.68 | 8186 | 272
met1 | 31.96 | 8095 | 2600
li1 | - | - | 2709
met3 | 4.235 | 1739 | 38
met4 | 6.228 | 535 | 0
-- worst max-delay path by stage --
stage / startpoint / to / slack, ps / cells after the start
finish: A[4] / ALUOut[15] / 1470 / 13
CTS: A[4] / ALUOut[15] / 1570 / 13
global route: A[4] / ALUOut[15] / 1160 / 13
-- layout by cell type, fill, tap and decap left out, types with 6 or more instances in the layout --
cell type        instances
mux2i_1                 18
inv_1                   52
nor3_1                  18
a211oi_1                 7
nand3_1                 28
buf_4                    8
nand3b_1                 7
o211ai_1                12
a32oi_1                  6
nor2_1                  75
ha_1                    51
nor4_1                   7
xnor2_1                 27
o2111ai_1                6
a221oi_1                15
o21bai_1                 6
a22oi_1                 12
a31oi_1                 11
nand4_1                  6
o22ai_1                 11
o21ai_0                 39
nand2_1                 62
clkdlybuf4s50_1         56
xor2_1                  10
a21oi_1                 60
o21ai_1                  6
nor2b_1                  9
nand2b_1                 6
-- cells by family (layout without fill, tap and decap cells) --
group	Yosys count	after routing	synth area share, %
and+or+nand+nor	247	247	24.80
xor gates and xnor gates	39	39	7.410
DFF	4	4	2.496
buffers and inverters	106	126	9.855
latches	3	3	0.9360
adders and majority gates	53	53	14.09
AOI/OAI and AO/OA	252	252	36.66
muxes	18	18	3.744
-- per-stage QoR --
step	setup slack, ps	power, uW	area [sq um]	std cells	util [%]
floorplan	3314	238.8	4812	722	-
global placement	1646	340.6	5446	950	35.30
detailed placement	1569	337.3	5446	950	35.30
CTS	1566	403.3	5522	953	35.79
global route	1162	439.5	5522	953	35.79
finish	1465	407.1	5522	953	35.79
Power figures rest on the tool's default switching activity, not on a simulated workload.
